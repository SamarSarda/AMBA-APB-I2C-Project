### flow/config.mk
export PLATFORM = sky130hd
export DESIGN_NAME = memory
export DESIGN_NICKNAME = memory
export VERILOG_FILES = /design/flow/design.v
export SDC_FILE = /design/flow/constraint.sdc
export NUM_CORES = 4
export LEC_CHECK = 1
export CORE_UTILIZATION = 30
### flow/constraint.sdc
current_design memory

set clk_period 15.1
set clk_io_pct 0.2

create_clock -name clk0 -period $clk_period [get_ports {clk}]

set non_clock_inputs [all_inputs -no_clocks]
set_input_delay [expr $clk_period * $clk_io_pct] -clock clk0 $non_clock_inputs
set_output_delay [expr $clk_period * $clk_io_pct] -clock clk0 [all_outputs]
### flow/design.v
`timescale 1ns / 1ps
module memory (clk, addr, ce, wren, rden, wr_data, rd_data, ready);
input clk, ce, wren, rden;
input [7:0] addr, wr_data;
output reg [7:0] rd_data;
output reg ready;
reg [7:0] mem [0:255];
integer i;
task initiate();  
    begin
        $display ("Memory initiating...");
        for (i = 0; i < 256; i = i + 1) begin
            mem[i] = i;
        end
        $display ("Memory initiation complete.");
    end
endtask
always @ (posedge clk) begin
    if (ce) begin
       if (rden) begin 
           rd_data <= mem[addr];
       end else if (wren) begin
           mem[addr] <= wr_data;
       end
    end 
end
always @ (posedge clk) begin
    if (ce) begin
        if (ready) begin
            ready <= 0;
        end else if (rden || wren) begin
            ready <= 1;
        end 
    end else begin
       ready <= 0;
    end
end
endmodule
### flow/run.sh
#!/bin/bash
# OpenROAD 26Q1-2900-gdf79404cd8, Yosys 0.63+post, stock flow scripts
make -C /OpenROAD-flow-scripts/flow DESIGN_CONFIG=/design/flow/config.mk WORK_HOME=/design/flow/orfs finish
==> impl_metrics.tcl <==
# flow metrics
set metrics [dict create \
    worst_pin_slew_ns 1.054 \
    clockBufferDepth 3 \
    cap_violations 0 \
    core_um2 259700 \
    setup_tns_ns 0 \
    yosysSeqAreaShare_pct 78.81 \
    hpwlAfterDp_mm 112.5 \
    grtUsageTotal_pct 15.53 \
    yosys-stat-area_um2 78370 \
    clk_pin_slew_ns 0.06 \
    yosysCellCount 3530 \
    vias 36521 \
    numSynthFlops 2057 \
    grt_pass1_vias 40801 \
    cts_tree "done" \
    worst_setup_path_start_kind "primary input" \
    hold_class "register to register" \
    max_freq_mhz 139.6 \
    powerDensity_nw_per_um2 129.1 \
    crit_type "primary input to register" \
    cp_cell_sequence "buf_8 -> buf_4 -> buf_12 -> buf_4 -> buf_4 -> mux4_2 -> a22oi_1 -> a21oi_1 -> o41ai_1 -> nand4_1" \
    synth_warnings 1 \
    drt_iter0_drc 2627 \
    power.leakage_nw 26.53 \
    cts_root_buf "clkbuf_16" \
    die_h_um 513.1 \
    drive_gt1_share_pct 24.93 \
    die-width_um 513.1 \
    lay_top_count "edfxtp_1" \
    cts-htree-levels 4 \
    placementRows 187 \
    hold_buffers 0 \
    warnings 29 \
    instances_no_fill 7234 \
    dp.cells 6872 \
    cp-end-kind "register" \
    cts_num_sinks 2057 \
    utilization_pct 34.45 \
    hold_viol 0 \
    layout_min_cycle_time_ns 7.163 \
    synth.distinct_cells 23 \
    worstPathArrival_ns 7.71 \
    cts_buffers 199 \
    layout_top_cells "edfxtp_1 (2056), mux4_2 (512), nor2_1 (259)" \
    io_pins 29 \
    antenna_found_initial 6 \
    die-area_um2 263300 \
    slew_viol_final 0 \
    routed_wl_mm 189.3 \
    critical_path_peak_fanout 73 \
    fin_crit_sh_pct 47.44 \
    setup_viol 0 \
    cts_setup_buffers 0 \
    slew_headroom_pct 29.49 \
    wl_per_cell_um 26.16 \
    dr.pass1.iters 7 \
    slowest_delay_ns 0.83 \
    grt_max_degree 102 \
    fp_util_pct 30.18 \
    viasPerCell 5.049 \
    gr-total-overflow 0 \
    areaGrowthSynthToFinish_pct 14.15 \
    syn_area_um2 78370 \
    rsz0062_at_grt "false" \
    fillCellCount 23665 \
    clk_latency_ns 0.84 \
    cts.repair.resized 0 \
    grt_pass1_wl_mm 276.5 \
    drtAntennaViolNets 0 \
    syn_avg_cell_area_um2 22.20 \
    gp_congestion 0.8550 \
    cp.required_ns 15.65 \
    cp_slowest_cell "o41ai_1" \
    clock_skew_ns 0.05038 \
    critical_path.most_common_cell "buf_4" \
    drc 0 \
    synthCells 3530 \
    portBuffers 28 \
    status "completed" \
    worst-path-buf-inv 5 \
    cp_top_family "buffers and inverters" \
    peakVddDrop_mv 0.1262 \
]
cell families (layout without fill, tap and decap cells):
logic type / Yosys count / count (layout) / share of synthesized area (%)
flip-flops: 2057 / 2057 / 78.81
multiplexers: 512 / 512 / 14.71
AND/OR/NAND/NOR: 319 / 319 / 1.614
AND-OR/OR-AND: 416 / 416 / 3.627
other: 0 / 2 / 0
buffers and inverters: 226 / 526 / 1.239
power by group:
group	leakage [nW]	internal [W]	switching, W
Sequential	18.5	0.00629	0.00000487
Clock	3.04	0.00266	0.00211
Combinational	5.00	0.000172	0.000318
Total	26.5	0.00912	0.00243
per-stage QoR:
stage / power, W / hold slack, ns / area, µm² / setup WS [ns]
2_1_floorplan: 0.006675 / 0.3729 / 78370 / 9.830
3_3_place_gp: 0.006907 / 0.6291 / 83180 / 6.982
3_5_place_dp: 0.006913 / 0.6412 / 83180 / 6.972
4_1_cts: 0.01165 / 0.6515 / 89450 / 7.853
5_1_grt: 0.01187 / 0.6331 / 89460 / 7.593
6_report: 0.01155 / 0.5663 / 89460 / 7.937
flip-flops by register name, summed over array words and instances, names as in the netlist:
register  flops
rd_data       8
mem        2048
ready         1
worst paths after layout:
| check | end | cells past startpoint | slack [ns] | start |
|---|---|---|---|---|
| min | ready | 1 | 0.57 | ready |
| max reg2reg | rd_data[0] | 6 | 12.37 | mem[43][0] |
| min reg2reg | ready | 1 | 0.57 | ready |
| max | rd_data[7] | 10 | 7.94 | addr[1] |
layout make-up:
| type | instances | area (µm²) | area share [%] |
|---|---|---|---|
| Tap cell | 3402 | 4257 | 4.758 |
| Clock buffer | 246 | 5209 | 5.822 |
| Timing Repair Buffer | 164 | 1388 | 1.551 |
| Clock inverter | 114 | 1066 | 1.192 |
| Multi-Input combinational cell | 1247 | 15770 | 17.63 |
| Inverter | 2 | 7.507 | 0.008392 |
| Sequential cell | 2057 | 61760 | 69.04 |
| Antenna cell | 2 | 5.005 | 0.005594 |
cell usage after synthesis (all sizes together):
| cell | n | share of area, % |
|---|---|---|
| clkbuf | 149 | 0.71 |
| nor2 | 260 | 1.2 |
| dfxtp | 1 | 0.026 |
| nand4 | 8 | 0.064 |
| nand2 | 29 | 0.14 |
| edfxtp | 2056 | 79 |
| nand3 | 4 | 0.026 |
| a22oi | 256 | 2.5 |
| nor3b | 1 | 0.0096 |
| nor3 | 4 | 0.026 |
| mux4 | 512 | 15 |
| o41ai | 32 | 0.36 |
| or2 | 1 | 0.0080 |
| nand3b | 1 | 0.0096 |
| nor2b | 6 | 0.048 |
| buf | 75 | 0.52 |
| a21oi | 128 | 0.82 |
| nand2b | 2 | 0.016 |
| inv | 2 | 0.0096 |
| and2 | 3 | 0.024 |
worst reg2reg max path, stage by stage (launching register included):
cell	delay, ns
edfxtp_1	0.37
mux4_2	0.50
a22oi_1	0.29
a21oi_1	0.18
o41ai_1	0.76
buf_4	0.27
nand4_1	0.10
layer usage:
metal	wire length, µm	global-route usage (%)	share of wire (%)	vias up
met3	29500	11.30	16	327
li1	-	-	-	15299
met4	6052	4.023	3.2	14
met1	62350	17.37	33	18762
met2	91060	23.80	48	2119
met5	321	0.8584	0.17	-
Power and IR drop assume default switching activity.
